==> ./design.v <==
`timescale 1ns/1ps
module average #(
    parameter int NOF_BITS = 32
) (
    input  logic                clk,
    input  logic                rst_n,
    input  logic                start,
    input  logic                data_first,
    input  logic                data_last,
    input  logic [NOF_BITS-1:0] data_in,
    output logic [NOF_BITS:0]   data_out,
    output logic                busy,
    output logic                TO,
    output logic                done
);
    localparam logic [1:0] ST_IDLE       = 2'b00;
    localparam logic [1:0] ST_WAIT_FIRST = 2'b01;
    localparam logic [1:0] ST_CALC       = 2'b10;
    localparam logic [1:0] ST_DIV        = 2'b11;
    localparam int TIMEOUT_LIMIT = 10;
    logic [1:0] state_reg, state_next;
    logic [$clog2(TIMEOUT_LIMIT+1)-1:0] wait_cnt_reg, wait_cnt_next;
    logic [NOF_BITS-1:0]                elem_cnt_reg, elem_cnt_next;
    logic [NOF_BITS:0] data_out_next;
    logic              busy_next;
    logic              TO_next;
    logic              done_next;
    logic [NOF_BITS:0] sum_val;
    logic              sum_busy, sum_done;
    logic [NOF_BITS:0] div_result;
    logic              div_done, div_valid;  
    Sum #(NOF_BITS) s_inst (
        .clk        (clk),
        .rst_n      (rst_n),
        .data_first (data_first),
        .data_last  (data_last),
        .data_in    (data_in),
        .data_out   (sum_val),
        .busy       (sum_busy),
        .done       (sum_done)
    );
    divu_int #(NOF_BITS+1) d_inst (
        .clk   (clk),
        .rst_n (rst_n),
        .start (sum_done),
        .busy  (),           
        .done  (div_done),
        .valid (div_valid),
        .dbz   (),
        .a     (sum_val),
        .b     ({1'b0, elem_cnt_reg}),
        .val   (div_result),
        .rem   ()
    );
    always_comb begin
        state_next    = state_reg;
        wait_cnt_next = wait_cnt_reg;
        elem_cnt_next = elem_cnt_reg;
        busy_next     = (state_reg != ST_IDLE);  
        TO_next       = 1'b0;
        done_next     = 1'b0;
        data_out_next = data_out;  
        case (state_reg)
            ST_IDLE: begin
                busy_next = 1'b0;
                if (start) begin
                    state_next    = ST_WAIT_FIRST;
                    wait_cnt_next = '0;
                    elem_cnt_next = '0;
                    busy_next     = 1'b1;
                end
            end
            ST_WAIT_FIRST: begin
                if (data_first) begin
                    wait_cnt_next = '0;
                    elem_cnt_next = {{(NOF_BITS-1){1'b0}}, 1'b1};  
                    if (data_last) begin
                         state_next = ST_DIV; 
                    end else begin
                         state_next = ST_CALC;
                    end
                end 
                else begin
                    if (wait_cnt_reg == TIMEOUT_LIMIT - 1) begin
                        state_next = ST_IDLE;
                        TO_next    = 1'b1;      
                        busy_next  = 1'b0;
                    end else begin
                        wait_cnt_next = wait_cnt_reg + 1'b1;
                    end
                end
            end
            ST_CALC: begin
                elem_cnt_next = elem_cnt_reg + 1'b1;
                if (data_last) begin
                    state_next = ST_DIV;
                end
            end
            ST_DIV: begin
                if (div_done) begin
                    data_out_next = div_result;
                    done_next     = 1'b1;
                    state_next    = ST_IDLE;
                    busy_next     = 1'b0;
                end
            end
            default: state_next = ST_IDLE;
        endcase
    end
    always_ff @(posedge clk or negedge rst_n) begin
        if (!rst_n) begin
            state_reg    <= ST_IDLE;
            wait_cnt_reg <= '0;
            elem_cnt_reg <= '0;
            data_out     <= '0;
            busy         <= 1'b0;
            TO           <= 1'b0;
            done         <= 1'b0;
        end else begin
            state_reg    <= state_next;
            wait_cnt_reg <= wait_cnt_next;
            elem_cnt_reg <= elem_cnt_next;
            data_out     <= data_out_next;
            busy         <= busy_next;
            TO           <= TO_next;
            done         <= done_next;
        end
    end
endmodule
module divu_int #(parameter WIDTH=5) (  
    input wire clk,               
    input wire rst_n,               
    input wire start,             
    output reg    busy,              
    output reg    done,              
    output reg    valid,             
    output reg    dbz,               
    input wire [WIDTH-1:0] a,     
    input wire [WIDTH-1:0] b,     
    output     reg [WIDTH-1:0] val,   
    output     reg [WIDTH-1:0] rem    
    );
    reg [WIDTH-1:0] b1;              
    reg [WIDTH-1:0] quo, quo_next;   
    reg [WIDTH:0] acc, acc_next;     
    reg [$clog2(WIDTH)-1:0] i;       
    always_comb begin
        if (acc >= {1'b0, b1}) begin
            acc_next = acc - b1;
            {acc_next, quo_next} = {acc_next[WIDTH-1:0], quo, 1'b1};   
        end else begin
            {acc_next, quo_next} = {acc, quo} << 1;
        end
    end
    always @(posedge clk or negedge rst_n) begin
        if (!rst_n) begin
            busy <= 0;
            done <= 0;
            valid <= 0;
            dbz <= 0;
            val <= 0;
            rem <= 0;
        end else begin
            done <= 0;
            if (start) begin
                valid <= 0;
                i <= 0;
                if (b == 0) begin   
                    busy <= 0;
                    done <= 1;
                    dbz <= 1;
                end else begin
                    busy <= 1;
                    dbz <= 0;
                    b1 <= b;
                    {acc, quo} <= {{WIDTH{1'b0}}, a, 1'b0};   
                end
            end else if (busy) begin
                if (i == WIDTH-1) begin   
                    busy <= 0;
                    done <= 1;
                    valid <= 1;
                    val <= quo_next;
                    rem <= acc_next[WIDTH:1];   
                end else begin   
                    i <= i + 1;
                    acc <= acc_next;
                    quo <= quo_next;
                end
            end
        end
    end
endmodule
`timescale 1ns/1ps
module Sum #(
    parameter int NOF_BITS = 32
) (
    input  logic                clk,
    input  logic                rst_n,
    input  logic                data_first,
    input  logic                data_last,
    input  logic [NOF_BITS-1:0] data_in,
    output logic [NOF_BITS:0]   data_out,
    output logic                busy,
    output logic                done
);
    logic [NOF_BITS:0] sum_reg, sum_next;
    logic              busy_reg, busy_next;
    logic              done_reg, done_next;
    logic [NOF_BITS:0] data_out_reg, data_out_next;
    always_comb begin
        sum_next      = sum_reg;
        busy_next     = busy_reg;
        done_next     = 1'b0;         
        data_out_next = data_out_reg;
        if (data_first) begin
            sum_next  = {1'b0, data_in};  
            busy_next = 1'b1;
            if (data_last) begin
                 data_out_next = {1'b0, data_in};
                 done_next     = 1'b1;
                 busy_next     = 1'b0;
            end
        end
        else if (busy_reg) begin
            sum_next = sum_reg + {1'b0, data_in};  
            if (data_last) begin
                data_out_next = sum_reg + {1'b0, data_in};
                done_next     = 1'b1;
                busy_next     = 1'b0;
            end
        end
    end
    always_ff @(posedge clk or negedge rst_n) begin
        if (!rst_n) begin
            sum_reg      <= '0;
            busy_reg     <= 1'b0;
            done_reg     <= 1'b0;
            data_out_reg <= '0;
        end else begin
            sum_reg      <= sum_next;
            busy_reg     <= busy_next;
            done_reg     <= done_next;
            data_out_reg <= data_out_next;
        end
    end
    assign data_out = data_out_reg;
    assign busy     = busy_reg;
    assign done     = done_reg;
endmodule
==> ./run.sh <==
#!/bin/bash
# OpenROAD 26Q1-2900-gdf79404cd8, Yosys 0.63+post, stock flow scripts
make -C /OpenROAD-flow-scripts/flow DESIGN_CONFIG=/design/flow/config.mk WORK_HOME=/design/flow/orfs finish
==> ./config.mk <==
export PLATFORM = sky130hd
export DESIGN_NAME = average
export DESIGN_NICKNAME = average
export VERILOG_FILES = /design/flow/design.v
export SDC_FILE = /design/flow/constraint.sdc
export NUM_CORES = 4
export LEC_CHECK = 1
export CORE_UTILIZATION = 50
==> ./constraint.sdc <==
current_design average

set clk_period 16.1
set clk_io_pct 0.2

create_clock -name clk0 -period $clk_period [get_ports {clk}]

set non_clock_inputs [all_inputs -no_clocks]
set_input_delay [expr $clk_period * $clk_io_pct] -clock clk0 $non_clock_inputs
set_output_delay [expr $clk_period * $clk_io_pct] -clock clk0 [all_outputs]
==> impl_metrics.json <==
{
  "dr.first_iter.drc_count": 609,
  "swShare_pct": 31.4,
  "fin_ws_ns": 9.96,
  "synth_flop_count": 282,
  "slew_viol_final": 0,
  "power.switching_uw": 780,
  "netlist_area_um2": 15400,
  "setup_tns_ns": 0,
  "rsz0062_at_grt": "no",
  "worstSetupPathType": "primary input to flip-flop",
  "overflow": 0,
  "status": "completed",
  "cp-end-kind": "flip-flop",
  "syn_inst": 1513,
  "die_area_um2": 31600,
  "hold_viol": 0,
  "internal_power_mw": 1.71,
  "fp_util_pct": 51.4,
  "core_um2": 30000,
  "max_freq_ghz": 0.163,
  "dp_cells": 1925,
  "areaGrowthSynthToFinish_pct": 13.8,
  "drc": 0,
  "ff_type": "dfrtp_1",
  "grt_pass1_wl_um": 57100,
  "comb_power_share_pct": 30.6,
  "finalCriticalPeriod_ns": 6.14,
  "max_slew.worst_pin.slew_ns": 0.776,
  "synth.distinct_cells": 67,
  "p_leak_nw": 7.59,
  "n_antenna_cell": 0,
  "fp-row-count": 63,
  "ys_cells": 1513,
  "final_cell_mix": "nand2_1 (178), dfrtp_1 (176), nor2_1 (120)",
  "synth-edff-count": 105,
  "cts_max_level": 1,
  "setup_viol_count_final": 0,
  "yosys_warnings": 3,
  "dpl_worst_slack_ns": 9.45,
  "warning_count": 33,
  "cts-resized-gates": 0,
  "clk_latency_ns": 0.55,
  "power_mw": 2.49,
  "numClockSinks": 282,
  "layoutNonFillerInstCount": 1982,
  "tritoncts": "built",
  "ctsHoldBuffers": 0,
  "dp_hpwl_um": 24400,
  "top_cell_area_share_pct": 28.7,
  "antenna_found_initial": 0,
  "path_clk_slew_ns": 0.06,
  "lay_top_count": "nand2_1",
  "power_frac_seq_pct": 40.4,
  "top_area_cell": "dfrtp_1",
  "routed_wl_um": 34900,
  "drtAntennaViolNets": 0,
  "root_buffer": "clkbuf_16",
  "yosys_area_um2": 15400,
  "die_x_um": 178,
  "async_flop_share_pct": 62.8,
  "io_pins": 73,
  "ir_worst_vdd_mv": 0.0815,
  "pwr-share-clk_pct": 29.0,
  "postCtsSetupRepairBufs": 0,
  "grt_pass1_vias": 10692,
  "powerDensity_nw_per_um2": 142,
  "grt_max_degree": 72,
  "arrival_ns": 6.57,
  "hp-class": "flip-flop to flip-flop",
  "routed_via_density": 5.66,
  "cts_buffers": 31,
  "yosys-top-cells-area": "dfrtp_1 (29%), edfxtp_1 (20%), mux2_2 (7.2%), ha_1 (6.2%), nand2_1 (4.3%)",
  "top_register": "d_inst.acc",
  "place.gp.congestion": 0.931,
  "first_pass_iters": 5,
  "synth_seq_share_pct": 49.1,
  "num_vias": 11221,
  "fin_crit_sh_pct": 38.1,
  "drive_gt1_share_pct": 11.7,
  "clockBufferDepth": 3,
  "die_y_um": 178,
  "port-buffer-count": 72,
  "wire_per_inst_um": 17.6,
  "relSlewSlack_pct": 48.3,
  "start_kind": "primary input",
  "avgSynthCellArea_um2": 10.2,
  "drv_cap": 0,
  "finClkSkew_ns": 0.00899,
  "largest_register_ffs": 34,
  "grt_usage_pct": 24.3,
  "required_ns": 16.54,
  "cp_max_fo": 5
}
[per-layer routing]
| metal | routed length (µm) | share of wire (%) | global-route usage (%) | vias to the layer above |
|---|---|---|---|---|
| met4 | 614 | 1.8 | 3.81 | 0 |
| met2 | 13500 | 39 | 30.5 | 298 |
| met5 | 0 | 0 | 0 | - |
| met1 | 17700 | 51 | 43.5 | 5335 |
| met3 | 3120 | 8.9 | 8.05 | 39 |
| li1 | - | - | - | 5549 |
[cells by family (layout without fill, tap and decap cells)]
family | Yosys count | count (layout) | share of synthesized area, %
flops | 282 | 282 | 49.1
mux | 123 | 123 | 8.78
buf+inv | 139 | 218 | 3.53
xor+xnor | 73 | 73 | 4.14
fa+ha+maj | 78 | 78 | 6.42
compound gates | 351 | 351 | 14.1
simple gates | 467 | 467 | 13.9
[final timing paths]
kind                       depth (start not counted)          from                 end  slack (ns)
min                                                1   d_inst.done                done        0.48
min in group asynchronous                          1         rst_n  s_inst.sum_reg[14]        2.55
max                                               12    data_in[0]  s_inst.sum_reg[30]        9.96
min reg2reg                                        1   d_inst.done                done        0.48
max reg2reg                                       13  d_inst.b1[0]       d_inst.acc[5]       12.22
max in group asynchronous                          3         rst_n        data_out[17]       11.92
[through the flow]
stage	instance area, µm²	hold slack, ns	util, %
global placement	16500	0.461	55.0
detailed placement	16500	0.463	55.0
CTS	17600	0.479	58.5
finish	17600	0.477	58.5
floorplan	15400	0.433	-
global route	17600	0.502	58.5
[layout make-up]
cell class | instances | area, µm²
Clock buffer | 46 | 945
Clock inverter | 11 | 110
Fill cell | 2483 | 12500
Inverter | 71 | 267
Multi-Input combinational cell | 1092 | 7310
Sequential cell | 282 | 7580
Tap cell | 390 | 488
Timing Repair Buffer | 90 | 855
[worst max-delay path, stage by stage]
cell	delay (ns)
clkdlybuf4s50_1	0.44
ha_1	0.24
fa_1	0.41
a21oi_1	0.25
o211ai_1	0.21
nand4_1	0.16
a31oi_1	0.16
a21oi_1	0.46
nor3_1	0.12
a311oi_1	0.49
mux2i_1	0.14
a221o_1	0.28
[cell usage after synthesis (4+ instances only)]
| master | number |
|---|---|
| nor2b_1 | 11 |
| a211o_1 | 4 |
| a21o_1 | 30 |
| nand3b_1 | 5 |
| dfrtp_1 | 177 |
| ha_1 | 76 |
| xor2_1 | 29 |
| and2_1 | 5 |
| o2111ai_1 | 4 |
| nand2b_1 | 6 |
| nor2_1 | 121 |
| xnor2_1 | 44 |
| o21a_1 | 8 |
| o21ai_0 | 88 |
| clkbuf_1 | 43 |
| nand4_1 | 17 |
| mux2_2 | 99 |
| buf_2 | 9 |
| o22ai_1 | 5 |
| and3_1 | 23 |
| mux2i_1 | 24 |
| o21bai_1 | 12 |
| nor3_1 | 17 |
| a21oi_1 | 113 |
| o31ai_1 | 7 |
| o211ai_1 | 12 |
| nand2_1 | 178 |
| edfxtp_1 | 105 |
| inv_1 | 70 |
| or3_1 | 19 |
| nand3_1 | 41 |
| nor4_1 | 8 |
| a221o_1 | 4 |
| a21boi_0 | 5 |
| a211oi_1 | 13 |
| buf_1 | 13 |
| a31oi_1 | 21 |
[power by group through the flow]
stage                 Sequential, mW  Combinational (mW)  Clock, mW
after CTS                       1.00               0.761      0.739
after global routing            1.02               0.853      0.769
final                           1.00               0.761      0.722
No activity file was given, so power comes from the tool's default toggle rates.
